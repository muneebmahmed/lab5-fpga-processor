<file path="./design.v">
`timescale 1ns / 1ps
module CLA32Bit(A,B,S);
	input [31:0] A,B;
	wire C[3:0];
	output [32:0] S;
	CLA8Bit one(A[7:0]^B[7:0],A[7:0]&B[7:0],1'b0,S[7:0],C[0]);
	CLA8Bit two(A[15:8]^B[15:8],A[15:8]&B[15:8],C[0],S[15:8],C[1]);
	CLA8Bit three(A[23:16]^B[23:16],A[23:16]&B[23:16],C[1],S[23:16],C[2]);
	CLA8Bit four(A[31:24]^B[31:24],A[31:24]&B[31:24],C[2],S[31:24],C[3]);
	assign S[32] = C[3];
endmodule
`timescale 1ns / 1ps
module CLA8Bit(P,G,Ci,S,Co);
	input [7:0] P, G;
	input Ci;
	reg [7:0] C;
	output reg Co;
	output reg [7:0] S;
	always @(Ci,G,P) begin
		S[0] <= P[0]^Ci;
		C[0] <= G[0] | (P[0]&Ci);
		C[1] <= G[1] | (P[1]&G[0]) | (P[1]&P[0]&Ci);
		C[2] <= G[2] | (P[2]&G[1]) | (P[2]&P[1]&G[0]) | (P[2]&P[1]&P[0]&Ci);
		C[3] <= G[3] | (P[3]&G[2]) | (P[3]&P[2]&G[1]) | (P[3]&P[2]&P[1]&G[0]) | (P[3]&P[2]&P[1]&P[0]&Ci);  
		C[4] <= G[4] | (P[4]&G[3]) | (P[4]&P[3]&G[2]) | (P[4]&P[3]&P[2]&G[1]) | (P[4]&P[3]&P[2]&P[1]&G[0]) | (P[4]&P[3]&P[2]&P[1]&P[0]&Ci); 
		C[5] <= G[5] | (P[5]&G[4]) | (P[5]&P[4]&G[3]) | (P[5]&P[4]&P[3]&G[2]) | (P[5]&P[4]&P[3]&P[2]&G[1]) | (P[5]&P[4]&P[3]&P[2]&P[1]&G[0]) | (P[5]&P[4]&P[3]&P[2]&P[1]&P[0]&Ci); 
		C[6] <= G[6] | (P[6]&G[5]) | (P[6]&P[5]&G[4]) | (P[6]&P[5]&P[4]&G[3]) | (P[6]&P[5]&P[4]&P[3]&G[2]) | (P[6]&P[5]&P[4]&P[3]&P[2]&G[1]) | (P[6]&P[5]&P[4]&P[3]&P[2]&P[1]&G[0]) | (P[6]&P[5]&P[4]&P[3]&P[2]&P[1]&P[0]&Ci); 
		C[7] <= G[7] | (P[7]&G[6]) | (P[7]&P[6]&G[5]) | (P[7]&P[6]&P[5]&G[4]) | (P[7]&P[6]&P[5]&P[4]&G[3]) | (P[7]&P[6]&P[5]&P[4]&P[3]&G[2]) | (P[7]&P[6]&P[5]&P[4]&P[3]&P[2]&G[1]) | (P[7]&P[6]&P[5]&P[4]&P[3]&P[2]&P[1]&G[0]) | (P[7]&P[6]&P[5]&P[4]&P[3]&P[2]&P[1]&P[0]&Ci);
	end
	always @(C,P) begin
		S[7:1] <= P[7:1]^C[6:0];
		Co <= C[7];
	end
endmodule
</file>
<file path="./run.sh">
#!/bin/bash
# OpenROAD 26Q1-2900-gdf79404cd8, Yosys 0.63+post, stock flow scripts
make -C /OpenROAD-flow-scripts/flow DESIGN_CONFIG=/design/flow/config.mk WORK_HOME=/design/flow/orfs finish
</file>
<file path="./config.mk">
export PLATFORM = sky130hd
export DESIGN_NAME = CLA32Bit
export DESIGN_NICKNAME = CLA32Bit
export VERILOG_FILES = /design/flow/design.v
export SDC_FILE = /design/flow/constraint.sdc
export NUM_CORES = 4
export LEC_CHECK = 1
export CORE_AREA = 10 10 96 96
export DIE_AREA = 0 0 106 106
</file>
<file path="./constraint.sdc">
current_design CLA32Bit

set clk_period 8.5
set clk_io_pct 0.2

create_clock -name clk0 -period $clk_period

set non_clock_inputs [all_inputs -no_clocks]
set_input_delay [expr $clk_period * $clk_io_pct] -clock clk0 $non_clock_inputs
set_output_delay [expr $clk_period * $clk_io_pct] -clock clk0 [all_outputs]
</file>
==> results.toml <==
# synthesis and place-and-route metrics
[drt]
via_per_inst = 4.35
dr.pass1.iters = 4
diodes = 0
drtIter0Drc = 30
wl_per_cell_um = 12.5
vias = 1684
wirelength_mm = 4.85
drc = 0
postRouteAntennaNets = 0

[floorplan]
core-area_um2 = 7210
rows = 31
io_pins = 97
fp-utilization = 0.207
die_h_um = 106
die_area_um2 = 11200
die_w_um = 106

[global_route]
overflow = 0
grt_max_degree = 11
grt_pass1_vias = 1752
antenna_found_initial = 0
gr-usage-all-layers = 0.0838
grt_pass1_wl_mm = 8.18

[timing]
tightest_slew_ps = 516
finalHoldViolations = 0
max_freq_mhz = 157
period_used_share = 0.748
finalSetupViolCount = 0
fin_crit_ps = 6360
slew-limit-headroom = 0.653
slew_violations = 0
setup_tns_ps = 0
hold_slack_ps = 4420
rsz0062_at_grt = "no"

[setup_path]
critical_path_class = "in -> out"
cp-end-kind = "output pin"
critPathMaxFanout = 6
startpoint_type = "primary input"
required_ps = 6800
cp_data_arrival_time_ps = 4660

[layout]
utilization = 0.356
regArea_um2 = 0
seq_cells = 0
nClkBuffers = 0
drive_above_1_share = 0.0347
areaGrowthSynthToFinish_pct = 72.0
fillCellCount = 746

[yosys]
top_area_frac = 0.268
ys_seq_frac = 0
ys_top_cells_by_count = "ha_1 (32), inv_1 (17), nor2_1 (16)"
synthTopCellsByArea = "ha_1 (27%), xnor2_1 (8.2%), a21o_1 (6.0%), fa_1 (5.4%), a21oi_1 (4.4%)"
yosys.area.top_type = "ha_1"
synth_area_um2 = 1490
ys_cells = 195
postSynthAreaPerCell_um2 = 7.66
syn_inst = 195
yosysUniqueCellTypes = 48
yosys_area_um2 = 1490
yosysMostFrequentCell = "ha_1"
yosysWarnings = 2

[place]
io_buffers = 97
place_congestion = 0.854
dp_hpwl_mm = 4.51

[run_status]
status = "complete, no violations"

[clock_tree]
hold_buffers = 0
post_cts_buffers = 0
cts_resized = 0

[run]
warnings = 32
cap_violations = 0

[power_and_ir_drop]
leakage_nw = 1.11
pwr_density_cell_nw_per_um2 = 77.3
peakVddDrop_v = 0.0000348

[min_path]
hp-class = "in -> out"
area by class of cell:
class	count	area, µm²	area share
multi-input cells	174	1410	0.549
well taps	99	124	0.0482
inverters	17	63.8	0.0248
repair buffers	97	971	0.378
through the flow:
| step | cells | setup WS, ps | power (mW) | area [µm²] |
|---|---|---|---|---|
| 2_1_floorplan | 195 | 3230 | 0.0886 | 1490 |
| 3_3_place_gp | 387 | 2130 | 0.201 | 2570 |
| 3_5_place_dp | 387 | 2130 | 0.201 | 2570 |
| 4_1_cts | 387 | 2100 | 0.203 | 2570 |
| 5_1_grt | 387 | 1880 | 0.223 | 2570 |
| 6_report | 387 | 2140 | 0.199 | 2570 |
cells by family after synthesis:
kind of cell,count (synthesis),synth area share
AOI/OAI and AO/OA,55,0.283
and+or+nand+nor,61,0.210
muxes,1,0.00670
adders and majority gates,36,0.322
xor gates and xnor gates,21,0.123
buffers and inverters,21,0.0553
power by group:
group	total [mW]	internal [mW]	switching [mW]
combinational	0.199	0.127	0.0712
clock	0	0	0
sequential	0	0	0
worst max-delay path, cell delays in order:
cell and delay [ps]:
clkdlybuf4s50_1 400, ha_1 340, nand3_1 200, nor4_1 440, a2111oi_2 140, a21oi_1 280
nor2_1 140, fa_1 390, xnor2_1 140, clkdlybuf4s50_1 490
path summary, 6_finish.rpt:
path / start / end / cells past startpoint
worst max-delay path: A[11] / S[25] / 10
worst min-delay path: B[0] / S[0] / 3
cells in the final DEF, fill, tap and decap left out, types with 2 or more instances in the layout:
cell              n
nor3_1            4
o21ai_0           5
nand3_1          11
fa_1              4
nor2_1           16
inv_1            17
a21oi_1          13
nand4_1           3
xor2_1            7
ha_1             32
nand2_1           9
and3_1            2
a31oi_1           3
nor2b_1           4
nor3b_1           2
xnor2_1          14
o21a_1            2
nand2b_1          3
o21bai_1          2
a21o_1           12
clkdlybuf4s50_1  97
per-layer routing:
| layer | track usage | share of wire | vias to the layer above |
|---|---|---|---|
| li1 | - | - | 901 |
| met1 | 0.111 | 0.48 | 727 |
| met2 | 0.141 | 0.44 | 56 |
| met3 | 0.0245 | 0.081 | 0 |
| met4 | 0 | 0 | 0 |
| met5 | 0 | 0 | - |
No activity file was given, so power comes from the tool's default toggle rates.
